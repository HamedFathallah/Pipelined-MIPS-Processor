<file path="/design/flow/design.v">
module  MEM_WB(holdreg,inst20to16,inst15to11,readmemdata,aluresult,newpc,control_signals,clk,
	           INST20TO16,INST15TO11,READMEMDATA,ALURESULT,NEWPC,CONTROL_SIGNALS);
input holdreg;
input [4:0] inst20to16,inst15to11;
input [31:0] readmemdata,aluresult,newpc;  
input [4:0] control_signals;  
input clk;
output reg [4:0] INST20TO16,INST15TO11;
output reg  [31:0] READMEMDATA,ALURESULT,NEWPC;
output reg [4:0] CONTROL_SIGNALS;
always @( posedge clk)
begin
if(holdreg<=0)
 begin 
   READMEMDATA <= readmemdata;
   ALURESULT <= aluresult;
   NEWPC<=newpc;
   CONTROL_SIGNALS<=control_signals;
   INST15TO11<=inst15to11;
    INST20TO16<=inst20to16;
  end  
end
endmodule
</file>
<file path="/design/flow/run.sh">
#!/bin/bash
# OpenROAD 26Q1-2900-gdf79404cd8, Yosys 0.63+post, stock flow scripts
make -C /OpenROAD-flow-scripts/flow DESIGN_CONFIG=/design/flow/config.mk WORK_HOME=/design/flow/orfs finish
</file>
<file path="/design/flow/config.mk">
export PLATFORM = sky130hd
export DESIGN_NAME = MEM_WB
export DESIGN_NICKNAME = MEM_WB
export VERILOG_FILES = /design/flow/design.v
export SDC_FILE = /design/flow/constraint.sdc
export NUM_CORES = 4
export LEC_CHECK = 1
export CORE_UTILIZATION = 30
</file>
<file path="/design/flow/constraint.sdc">
current_design MEM_WB

set clk_period 1.0
set clk_io_pct 0.2

create_clock -name clk0 -period $clk_period [get_ports {clk}]

set non_clock_inputs [all_inputs -no_clocks]
set_input_delay [expr $clk_period * $clk_io_pct] -clock clk0 $non_clock_inputs
set_output_delay [expr $clk_period * $clk_io_pct] -clock clk0 [all_outputs]
</file>
==> notes.md <==
Notes on the physical implementation.

- The HPWL after detailed placement is 5380 µm, for reference.
- The total power per unit cell area is 1610 mW/mm², for reference.
- The synthesized netlist occupies a cell area of 0.00334 mm².
- The die outline area is 0.0115 mm², for reference.
- The timing report notes that buffer and inverter cells on the critical path total 1.
- Data on the critical path arrives at its endpoint at 880 ps.
- In the CTS report, the clock slew at the register clock pins of the worst setup and hold paths is listed as 110 ps.
- The report lists the number of standard-cell rows as 38.
- For this block, wires on met1 add up to 2680 µm.
- The ratio of final minimum period to clock period is 108%, for reference.
- The CTS tree is yes, for reference.
- From left edge to right edge, the die measures 107 µm.
- The power report shows net switching accounting for 20.0% of the total.
- The multi-input combinational cell count is 0, for reference.
- The internal power summed over all cells is 7120 µW, for reference.
- The proportion of layout cells with a drive suffix above 1 is 37.3%, for reference.
- The cell sequence reported for the critical path is buf_2.
- The highest achievable clock rate is 922 MHz, for reference.
- STA classifies the critical path endpoint as a primary output.
- The worst-case headroom to the max-slew limit is 85.1%, for reference.
- The post-placement cell area is 0.00580 mm², for reference.
- The end-of-flow timing check tallies setup violations at 111.
- Yosys stat counts 112 cells in the synthesized netlist.
- The critical path's slowest stage uses the library cell edfxtp_1.
- The first global-routing pass estimated 10,500 µm of wire.
- The post-cts hold-fix buffer tally is 0, for reference.
- A synthesized cell averages 29.8 µm².
- At the pin with the least slew margin, the transition time is 224 ps.
- The H-tree was split into 3 levels.
- After the first detailed-routing iteration, the DRC count stood at 54.
- Per the layout report, the design carries 923 filler cells.
- The buffers inserted during post-CTS setup optimization is 0, for reference.
- Per the final report, max-transition violations number 0.
- The final reports fail on setup timing.
- The max-cap violation count is 0, for reference.
- The OpenROAD report gives the critical path a required time of 800 ps.
- The count of inserted antenna diode cells is 0, for reference.
- Broken down by cell family, the worst path's largest delay share belongs to flip-flops.
- In this run the standard cell core region covers 0.0108 mm².
- The portion of total power attributed to combinational logic is 9.7%, for reference.
- Among all stages on the critical path, the maximum delay recorded is 400 ps.
- The worst hold margin is 380 ps, for reference.
- The CTS sink count is 111, for reference.
- Setup repair after global routing could not meet its margin everywhere.
- The total leakage power is 0.00213 µW, for reference.
- The count of state elements after synthesis is 111, for reference.
- The buffer_ports step reported a buffer count of 223.
- The pre-antenna-repair detailed-routing pass consisted of 3 iterations.
- Entering global routing, the biggest net connects 43 pins.
- CTS reports a maximum clock tree buffer depth of 2.
- Global routing used 13.3% of the available tracks across all layers.
- The most common logic cells in the final layout are edfxtp_1 (111), clkdlybuf4s50_1 (111), buf_2 (111), clkbuf_8 (9).
- The smallest clock period supported by the final layout is computed as 1080 ps.
- The number of CTS-inserted buffers is 9, for reference.
- The placer's final routability congestion estimate is 0.783, for reference.
- The gate-level netlist out of Yosys references 2 unique cell types.
- Per the detail_route report, DRC violations left total 0.
- The detailed router placed 1,995 vias in this run.
- The flow ran to the end, but the final reports show violations.
- The number of cells produced by synthesis is 112, for reference.
- The maximum ir drop on the vdd rail is 727 µV, for reference.
- After detailed routing, the met3 layer carries 1200 µm of wire.
- The first element of the critical path is READMEMDATA[0]$_DFFE_PN_, for reference.
- Compared with the post-synthesis result, the final layout area differs by 65.3%.
- The sum of met2 wire segment lengths after detailed routing is 3440 µm, for reference.
- The initial antenna violation count was 0.
- The register area share after synthesis is 99.9%, for reference.
- The class of the most critical hold timing path is in -> reg, for reference.
- The worst setup path is launched from a flip-flop.
- The routed length per placed instance is 14.9 µm, for reference.
- For this run, the number of Yosys warnings is 1.
- The vertical die size is 107 µm, for reference.
- The maximum net fanout on the critical path is 1, for reference.
- The stage logs contain a warning count of 28.
- After synthesis, the chip area reported by Yosys is 0.00334 mm².
- The combinational cell area excluding buffers and inverters is 0 µm², for reference.
- The register share of total power is 62.9%, for reference.
- The number of nets still failing antenna checks after routing is 0, for reference.
- The critical path class is reg -> out, for reference.
- The cell at the root of the clock tree is clkbuf_8, for reference.
- The leftover overflow at the end of global routing is 0, for reference.
- The initial utilization of the core area, before any placement, comes to 30.8%.
- The flow reports that the clock network draws 27.5% of the design power.
- The number of global-route vias before repair came to 1,917.
- The final standard cell area without fillers is 0.00552 mm², for reference.
- According to the I/O placement log, the pin count is 224.
- The launch point of the worst min-delay path is recorded as readmemdata[0].
- STA on the placed design reports a worst setup slack of -418 ps.
- The count of final hold-check violations is 0, for reference.
- Total power for the finished layout comes to 8890 µW.
- The critical path in the final layout is reported with a setup slack of -84.9 ps.
- The ratio of routed vias to standard cells is 4.01, for reference.
- The overall routed net length is 7410 µm, for reference.
- The switching power is 1780 µW, for reference.
- The top metal layer carrying routed signals is met4, for reference.
- The area used by sequential logic in the layout is 0.00333 mm², for reference.
- The share of the core filled with cells in the final layout is 50.9%, for reference.
## power groups by stage
stage / logic (µW) / clock network, µW / registers (µW)
finish: 859 / 2440 / 5590
global route: 944 / 2750 / 5630
CTS: 885 / 2580 / 5600
## Yosys cell counts
library cell / count / share of area [%]
edfxtp_1: 111 / 100
inv_1: 1 / 0.11
## path summary, 6_finish.rpt
| check | to | slack [ps] | depth (start not counted) |
|---|---|---|---|
| worst min-delay path | READMEMDATA[0]$_DFFE_PN_ | 380 | 1 |
| worst max-delay path | READMEMDATA[0] | -80 | 1 |
## flip-flops by register name, summed over array words and instances, names as in the netlist
name             count
INST15TO11           5
ALURESULT           32
NEWPC               32
CONTROL_SIGNALS      5
READMEMDATA         32
INST20TO16           5
## cells by family (layout without fill, tap and decap cells)
kind of cell	after synthesis	count (layout)	share of synthesized area [%]
buffers and inverters	1	246	0.112
flip-flops	111	111	99.9
## routing by layer
layer,vias to the layer above,GRT usage [%]
met5,-,0
met4,0,1.57
met3,7,8.15
met2,127,19.0
met1,927,19.2
li1,934,-
## metrics by stage
| step | cells | setup TNS (ps) |
|---|---|---|
| detailed placement | 478 | -43220 |
| global placement | 478 | -45140 |
| CTS | 497 | -8400 |
| global route | 497 | -11910 |
| finish | 497 | -5280 |
| floorplan | 112 | -130580 |
## area by class of cell
| type | instances | area share (%) |
|---|---|---|
| Clock buffer | 10 | 2.31 |
| Clock inverter | 6 | 0.953 |
| Inverter | 1 | 0.136 |
| Sequential cell | 111 | 60.4 |
| Tap cell | 140 | 3.18 |
| Timing Repair Buffer | 229 | 33.0 |
## what timing repair did
action / in CTS / in global routing
setup endpoints to repair: 164 / 111
cloned: 3 / 0
resized: 344 / 0
Power is estimated from default activity; no workload was simulated.
