## flow/run.sh

```bash
#!/bin/bash
# OpenROAD 26Q1-2900-gdf79404cd8, Yosys 0.63+post, stock flow scripts
make -C /OpenROAD-flow-scripts/flow DESIGN_CONFIG=/design/flow/config.mk WORK_HOME=/design/flow/orfs finish
```

## flow/constraint.sdc

```tcl
current_design EX_MEM

set clk_period 1.0
set clk_io_pct 0.2

create_clock -name clk0 -period $clk_period [get_ports {clk}]

set non_clock_inputs [all_inputs -no_clocks]
set_input_delay [expr $clk_period * $clk_io_pct] -clock clk0 $non_clock_inputs
set_output_delay [expr $clk_period * $clk_io_pct] -clock clk0 [all_outputs]
```

## flow/design.v

```verilog
module EX_MEM(holdreg,inst20to16,inst15to11,control_signals,readdata2,aluresult,newpc,clk,
	          INST20TO16,INST15TO11,CONTROL_SIGNALS,READDATA2,ALURESULT,NEWPC);
input holdreg;
input [4:0] inst20to16,inst15to11;
input [6:0] control_signals;   
input [31:0] readdata2,aluresult,newpc;
input clk ;
output reg [4:0] INST20TO16,INST15TO11;
output reg [6:0] CONTROL_SIGNALS;
output reg [31:0] READDATA2,ALURESULT,NEWPC;
always @ (posedge clk)
begin
if(holdreg<=0)
begin 
    CONTROL_SIGNALS<=control_signals;
    READDATA2<= readdata2;
    ALURESULT<=aluresult;
    NEWPC<=newpc;   
    INST15TO11<=inst15to11;
    INST20TO16<=inst20to16;
 end   
end
endmodule
```

## flow/config.mk

```make
export PLATFORM = sky130hd
export DESIGN_NAME = EX_MEM
export DESIGN_NICKNAME = EX_MEM
export VERILOG_FILES = /design/flow/design.v
export SDC_FILE = /design/flow/constraint.sdc
export NUM_CORES = 4
export LEC_CHECK = 1
export CORE_UTILIZATION = 30
```

==> impl_metrics.json <==
{
  "highest_layer": "met4",
  "ys_cells": 114,
  "logic_area_um2": 0,
  "synth-edff-count": 113,
  "crit_chain": "buf_2",
  "path_delay_family": "flip-flops",
  "fin_cells": 521,
  "num_vias": 2108,
  "slowest_stage": "edfxtp_1",
  "fin_crit_ns": 1.10,
  "design_area_mm2": 0.00595,
  "wl_met3_mm": 1.30,
  "track_usage_pct": 14.0,
  "drc_errors": 0,
  "ant_nets": 0,
  "critPathKind": "reg2out",
  "violations": "negative setup slack",
  "placed_cells": 486,
  "fp_util_pct": 31.1,
  "ys.flop_type": "edfxtp_1",
  "logic_gates": 0,
  "cts.sink_count": 113,
  "clockRootBuffer": "clkbuf_16",
  "tool_warnings": 28,
  "synth_top_cell_by_area": "edfxtp_1",
  "rsz0062_at_grt": "yes",
  "yosysUniqueCellTypes": 2,
  "maxCapViolations": 0,
  "power_leakage_uw": 0.00232,
  "first_global_vias": 2184,
  "grt_overflow": 0,
  "clockBufferDepth": 2,
  "ys_seq_share_pct": 99.9,
  "ys.flops": 113,
  "drt_iter0_drc": 68,
  "yosys-top-cells-area": "edfxtp_1 100%, inv_1 0.11%",
  "vias_per_cell": 4.05,
  "wl_met1_mm": 2.75,
  "io_buffers": 227,
  "cpPeakStageDelay_ns": 0.38,
  "cp-start-kind": "register",
  "die_x_um": 108,
  "place_area_mm2": 0.00592,
  "core_area_mm2": 0.0109,
  "async_reset_ff_share_pct": 0,
  "dr.pass1.iters": 4,
  "postRouteWirelength_mm": 7.85,
  "cp-end-kind": "primary output",
  "grt_pass1_wl_mm": 11.3,
  "timing.final.crit_share_pct": 110,
  "cts_tree": "done",
  "setup_tns_ns": -7.03,
  "hold_ws_ns": 0.356,
  "wl_met2_mm": 3.69,
  "grt_max_degree": 34,
  "htreeDepth": 4,
  "path_buffers": 1,
  "clk_pin_slew_ns": 0.05,
  "cellPowerDensity_mw_per_mm2": 2000,
  "hold_class": "in2reg",
  "arrival_ns": 0.90,
  "setup_slack_ns": -0.0982,
  "top_cell_area_share_pct": 99.9,
  "io_pins": 228,
  "drv_slew": 0,
  "die_h_um": 108,
  "dieArea_mm2": 0.0118,
  "relSlewSlack_pct": 87.7,
  "status": "complete, but fails checks",
  "fmax_mhz": 911,
  "place_congestion": 0.763,
  "min_from": "newpc[28]",
  "peakVddDrop_mv": 0.924,
  "common_cells": "113 x edfxtp_1, 1 x inv_1",
  "drt-wirelength-per-cell_um": 15.1,
  "dp_hpwl_mm": 5.77,
  "pre_cts_slack_ns": -0.452,
  "cts_buffers": 17,
  "syn2layout_area_growth_pct": 75.1,
  "antenna_cells": 0,
  "critPathMaxFanout": 1,
  "cts_hold_buffers": 0,
  "crit_required_ns": 0.80,
  "fillers": 909,
  "synth.most_common_cell": "edfxtp_1",
  "rows": 38,
  "finalSetupViolCount": 113,
  "ys_warn_count": 1,
  "setup.worst_path.start": "NEWPC[24]$_DFFE_PN_",
  "synth_area_per_cell_um2": 29.8,
  "syn_area_mm2": 0.00340,
  "drive_above_1_share_pct": 39.4,
  "ys_area_mm2": 0.00340,
  "worst_slew_pin_slew_ns": 0.184,
  "synthCells": 114,
  "hold_viol_final": 0,
  "antenna_found_initial": 0
}
==> cells by family after synthesis <==
kind of cell / share of synthesized area [%]
flops: 99.9
buf+inv: 0.110
==> per-stage QoR <==
stage	total power, uW	util, %
finish	11900	54.4
global route	12400	54.4
CTS	12000	54.4
detailed placement	7010	54.2
global placement	7010	54.2
floorplan	5800	-
==> cells in the final DEF (no fill, tap or decap) <==
master / instances
edfxtp_1: 113
clkbuf_16: 17
clkinvlp_4: 5
bufbuf_16: 1
clkinv_2: 6
buf_12: 4
clkinv_1: 1
bufinv_16: 1
clkdlybuf4s50_1: 113
buf_2: 113
clkbuf_1: 3
buf_4: 3
dlygate4sd2_1: 1
==> repair_timing <==
| action | CTS | global route |
|---|---|---|
| setup buffers | 2 | 0 |
| gates resized | 353 | 0 |
| endpoints found under the setup margin | 218 | 113 |
| gates cloned | 1 | 0 |
==> per-layer routing <==
metal	track usage, %	vias up
met5	0	-
met4	2.22	0
met3	8.77	9
met2	19.8	148
met1	20.1	973
li1	-	978
==> report_power, final <==
group | internal [uW] | switching, uW | leakage (uW)
Clock | 3360 | 1920 | 0.000253
Sequential | 5640 | 79.4 | 0.00111
Combinational | 654 | 214 | 0.000964
==> worst paths after layout <==
check | slack [ns] | endpoint | cells after the start
hold / removal | 0.36 | NEWPC[28]$_DFFE_PN_ | 1
setup / recovery | -0.1 | NEWPC[24] | 1
==> sequential cells by signal, summed over array words and instances, names as in the netlist <==
signal           cells
ALURESULT           32
CONTROL_SIGNALS      7
NEWPC               32
INST15TO11           5
INST20TO16           5
READDATA2           32
==> cell type report <==
type | count | area, um^2 | share of cell area (%)
inverters | 1 | 7.51 | 0.126
clock inverters | 12 | 93.8 | 1.58
clock buffers | 20 | 437 | 7.34
repair buffers | 235 | 1840 | 30.9
well taps | 140 | 175 | 2.95
flip-flops and latches | 113 | 3390 | 57.1
Power is estimated from default activity; no workload was simulated.
