$ cat design/flow/constraint.sdc
current_design ID_EX

set clk_period 1.0
set clk_io_pct 0.2

create_clock -name clk0 -period $clk_period [get_ports {clk}]

set non_clock_inputs [all_inputs -no_clocks]
set_input_delay [expr $clk_period * $clk_io_pct] -clock clk0 $non_clock_inputs
set_output_delay [expr $clk_period * $clk_io_pct] -clock clk0 [all_outputs]
$ cat design/flow/design.v
module ID_EX(holdreg,inst20to16,inst15to11,readdata1,readdata2,newpc,signe,control_signals,inst0to10,clk,
	         INST20TO16,INST15TO11,READDATA1,READDATA2,NEWPC,SIGNE,CONTROL_SIGNALS,INST0TO10);
input holdreg;
input [4:0] inst20to16,inst15to11;
input [31:0] readdata1,readdata2,newpc,signe;  
input [9:0] control_signals;  
input [10:0] inst0to10;  
input clk ; 
output reg [4:0] INST20TO16,INST15TO11;
output reg [31:0] READDATA1,READDATA2,NEWPC,SIGNE;
output reg [9:0] CONTROL_SIGNALS;
output reg [10:0] INST0TO10;
always @ (posedge clk)
begin
if(holdreg==0)
begin
  READDATA1 <= readdata1;
  READDATA2 <= readdata2;
  NEWPC<=newpc;
  SIGNE <= signe;
  CONTROL_SIGNALS <= control_signals;
  INST0TO10 <= inst0to10;
  INST15TO11<=inst15to11;
  INST20TO16<=inst20to16;
end
end
endmodule
$ cat design/flow/config.mk
export PLATFORM = sky130hd
export DESIGN_NAME = ID_EX
export DESIGN_NICKNAME = ID_EX
export VERILOG_FILES = /design/flow/design.v
export SDC_FILE = /design/flow/constraint.sdc
export NUM_CORES = 4
export LEC_CHECK = 1
export CORE_AREA = 10 10 190 190
export DIE_AREA = 0 0 200 200
$ cat design/flow/run.sh
#!/bin/bash
# OpenROAD 26Q1-2900-gdf79404cd8, Yosys 0.63+post, stock flow scripts
make -C /OpenROAD-flow-scripts/flow DESIGN_CONFIG=/design/flow/config.mk WORK_HOME=/design/flow/orfs finish
==> out/metrics.cfg <==
[routing]
via_per_inst = 3.08
dr.pass1.iters = 4
drt-initial-drc-count = 84
drtAntennaViolNets = 0
wire_per_inst_um = 16.7
drcViolationCount = 0
via_count = 2980
wirelength_um = 16100

[synthesis]
synth_cells = 160
area_leaders = edfxtp_1, inv_1
ys_seq_share_pct = 99.9
avgSynthCellArea_um2 = 29.9
syn_area_um2 = 4780
yosysTopAreaCell = edfxtp_1
synth_cell_type_count = 2
yosys_warnings = 1
ys_area_um2 = 4780
top_area_share_pct = 99.9
yosys_cells = 160
ys_ff = 159

[final_layout]
logic_area_um2 = 0
layout.area.seq_um2 = 4770
synthToLayoutAreaGrowth_pct = 79.2
drive_gt1_share_pct = 39.3
instances_no_fill = 966
logic_gates = 0
most-common-layout-cells = edfxtp_1, clkdlybuf4s50_1, buf_2
finish.instance_area_um2 = 8560
fill_cells = 3254
final_util_pct = 26.9

[final_timing]
finalClockPeriodUsage_pct = 115
slew-limit-headroom_pct = 87.2
setup_slack_ns = -0.154
setup_viol = 159
slew_violations = 0
worst_pin_slew_ns = 0.192
fmax_mhz = 867
min_period_ns = 1.15
rsz0062_at_grt = yes
hold_viol_final = 0
hold_ws_ns = 0.325

[placement]
hpwl_um = 13200
placed_cells = 934
portBuffers = 319
gp_congestion = 0.806
post_dp_cell_area_um2 = 8780

[global_route]
track_usage_pct = 7.70
grt_max_degree = 20
antenna_found_initial = 3
grt_overflow = 0
grt_pass1_wl_um = 21900
first_global_vias = 3229

[clock_tree]
cts_tree = yes
post_cts_buffers = 0
clock-sinks = 159
cts_hold_buf = 0
cts_htree_levels = 4
path_clk_slew_ns = 0.06
cts_buffers = 17
cts_buffer_depth = 2
clockRootBuffer = clkbuf_16

[setup_path]
path_cells = buf_2
arrival_ns = 0.95
cp_slowest_cell = edfxtp_1
critPathKind = reg2out
slowest_delay_ns = 0.39
end_kind = output port
crit_buf_inv = 1
required_ns = 0.80
cp_top_family = flip-flops
path_max_fanout = 1
critPathLaunchType = register

[pwr]
vdd_drop_max_v = 0.00104
total_power_mw = 15.8
powerDensity_nw_per_um2 = 1840
p_leak_nw = 3.22

[die]
floorplan.initialDensity_pct = 15.0
dieArea_um2 = 40000
rows = 65
chipWidth_um = 200
coreArea_um2 = 31800
ios = 320
fp.dieH_um = 200

[run]
tool_warnings = 28
maxCapViolCount = 0

[outcome]
violations = negative setup slack
status = complete, but fails checks

[hold_path]
worstHoldPathType = in2reg

final timing paths:
path / end / depth (start not counted) / start
hold / removal: NEWPC[6] / 1 / newpc[6]
setup / recovery: READDATA2[8] / 1 / READDATA2[8]
cell type report:
class / instances / share of cell area [%]
clock buffers: 18 / 5.01
inverters: 1 / 0.0877
clock inverters: 12 / 1.69
diodes: 2 / 0.0584
repair buffers: 339 / 31.0
well taps: 435 / 6.36
flip-flops and latches: 159 / 55.7
sequential cells by signal, indices dropped and copies added, names as in the netlist:
name,flops
INST0TO10,11
SIGNE,32
READDATA2,32
INST20TO16,5
NEWPC,32
READDATA1,32
CONTROL_SIGNALS,10
INST15TO11,5
through the flow:
step	setup TNS, ns	worst slack (ns)
4_1_cts	-24.26	-0.225
6_report	-16.31	-0.154
5_1_grt	-27.25	-0.233
3_5_place_dp	-78.52	-0.514
3_3_place_gp	-81.03	-0.527
2_1_floorplan	-301.22	-1.89
layer usage:
metal	vias up	track usage, %	share of wire, %
met5	-	0	0.17
met4	4	1.12	1.4
met3	13	6.15	19
met2	214	11.9	47
met1	1373	8.26	33
li1	1376	-	-
kinds of logic after synthesis:
family | synth area share, %
buffers and inverters | 0.0785
DFF | 99.9
Yosys cell counts, drive strengths merged:
| cell type | n |
|---|---|
| edfxtp | 159 |
| inv | 1 |
power by group:
part / internal (mW) / switching, mW
registers: 7.92 / 0.111
clock network: 3.87 / 2.54
logic: 0.947 / 0.393
total: 12.7 / 3.05
repair_timing:
item,4_1_cts,5_1_grt
resized,532,0
pin swaps,0,0
endpoints found under the setup margin,304,159
No activity file was given, so power comes from the tool's default toggle rates.
